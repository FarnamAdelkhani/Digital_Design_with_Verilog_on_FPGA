### /design/flow/config.mk
export PLATFORM = sky130hd
export DESIGN_NAME = multi
export DESIGN_NICKNAME = multi
export VERILOG_FILES = /design/flow/design.v
export SDC_FILE = /design/flow/constraint.sdc
export NUM_CORES = 4
export LEC_CHECK = 1
export CORE_AREA = 10 10 70 70
export DIE_AREA = 0 0 80 80
### /design/flow/constraint.sdc
current_design multi

set clk_period 2.5
set clk_io_pct 0.2

create_clock -name clk0 -period $clk_period

set non_clock_inputs [all_inputs -no_clocks]
set_input_delay [expr $clk_period * $clk_io_pct] -clock clk0 $non_clock_inputs
set_output_delay [expr $clk_period * $clk_io_pct] -clock clk0 [all_outputs]
### /design/flow/design.v
module multi(dig3, dig2, dig1, sw, btn);
	input [3:0] btn;
	input[2:0]sw;
	output [6:0] dig3, dig2, dig1;
	reg [6:0] dig3, dig2, dig1;
	always @ (sw or btn) begin;
	if (btn == 2) begin;  
	dig3 =7'b0111101;  
	case(sw)
		0: begin dig1 = 7'b1111110; dig2 = 7'b0000000; end
		1: begin dig1 = 7'b0110000; dig2 = 7'b0000000; end		
		2: begin dig1 = 7'b1101101; dig2 = 7'b0000000; end
		3: begin dig1 = 7'b1111001; dig2 = 7'b0000000; end
		4: begin dig1 = 7'b0110011; dig2 = 7'b0000000; end
		5: begin dig1 = 7'b1011011; dig2 = 7'b0000000; end 
		6: begin dig1 = 7'b0111111; dig2 = 7'b0000000; end
		7: begin dig1 = 7'b1110000; dig2 = 7'b0000000; end
		8: begin dig1 = 7'b1111111; dig2 = 7'b0000000; end
		9: begin dig1 = 7'b1110011; dig2 = 7'b0000000; end
		10: begin dig1 = 7'b0000000; dig2 = 7'b0110000; end
		11: begin dig1 = 7'b0110000; dig2 = 7'b0110000; end
		12: begin dig1 = 7'b1101101; dig2 = 7'b0110000; end
		13: begin dig1 = 7'b1111001; dig2 = 7'b0110000; end
		14: begin dig1 = 7'b0110011; dig2 = 7'b0110000; end
		15: begin dig1 = 7'b1011011; dig2 = 7'b0110000; end
	endcase
	end
	else if(btn == 4) begin  
	dig3 = 7'b0010111;  
	dig2 = 7'b0000000;  
	case(sw)
		0:dig1 = 7'b1111110;
		1:dig1 = 7'b0110000;		
		2:dig1 = 7'b1101101;
		3:dig1 = 7'b1111001;
		4:dig1 = 7'b0110011;
		5:dig1 = 7'b1011011;
		6:dig1 = 7'b0111111;
		7:dig1 = 7'b1110000;
		8:dig1 = 7'b1111111;
		9:dig1 = 7'b1110011;
		10:dig1 = 7'b1110111;
		11:dig1 = 7'b0011111;
		12:dig1 = 7'b1001111;
		13:dig1 = 7'b0111011;
		14:dig1 = 7'b1001111;
		15:dig1 = 7'b1000111;
	endcase
	end
	else if (btn == 1) begin  
	dig3 = 7'b0011111;  
	dig2 = 7'b0000000;  
	case(sw)
		0:dig1 = 7'b1111110;
		1:dig1 = 7'b0110000;	
		2:dig1 = 7'b1101101;
		3:dig1 = 7'b1111001;
		4:dig1 = 7'b0110011;
		5:dig1 = 7'b1011011;
		6:dig1 = 7'b0111111;
		7:dig1 = 7'b1110000;
		8:dig1 = 7'b1111111;
		9:dig1 = 7'b1110011;
		10:dig1 = 7'b1110011;
		11:dig1 = 7'b1110011;
		12:dig1 = 7'b1110011;
		13:dig1 = 7'b1110011;
		14:dig1 = 7'b1110011;
		15:dig1 = 7'b1110011;
	endcase
	end
	else begin
	dig1 = 7'b0000000;
	dig2 = 7'b0000000;
	dig3 = 7'b0000000;
	end
end
endmodule
### /design/flow/run.sh
#!/bin/bash
# OpenROAD 26Q1-2900-gdf79404cd8, Yosys 0.63+post, stock flow scripts
make -C /OpenROAD-flow-scripts/flow DESIGN_CONFIG=/design/flow/config.mk WORK_HOME=/design/flow/orfs finish
==> impl_metrics.toml <==
# yosys + openroad results
[run_status]
run_status = "complete, no violations"

[logic_synthesis]
top_cell_area_share_pct = 26.2
synth.top_cells.by_count = "sky130_fd_sc_hd__buf_4 (10), sky130_fd_sc_hd__nor2_1 (6), sky130_fd_sc_hd__a21oi_1 (5), sky130_fd_sc_hd__inv_1 (5), sky130_fd_sc_hd__ha_1 (4)"
yosys.area.top_type = "sky130_fd_sc_hd__buf_4"
post_synthesis_average_cell_area_um2 = 6.82
synth.lib_cells_used.distinct = 15
part_of_the_yosys_area_used_for_sequential_elements_pct = 0
ys_cells = 42
synthesis.instances = 42
ys_warn_count = 1
netlist_area_before_placement_um2 = 287
post_synthesis_cell_type_with_the_largest_instance_count = "sky130_fd_sc_hd__buf_4"
topCellsByArea = "sky130_fd_sc_hd__buf_4 (26%), sky130_fd_sc_hd__ha_1 (17%), sky130_fd_sc_hd__a21oi_1 (8.7%)"
synth.yosys.chip_area_um2 = 287

[timing]
fmax_mhz = 419
whs_ps = 1660
final_period_minus_worst_setup_slack_ps = 2390
hold_viol_final = 0
final_max_slew_viol_count = 0
finalCritPeriodShare_pct = 95.5
setup-violations-final = 0
rsz0062_at_grt = "false"

[worst_setup_path]
arrival_ps = 1890
critical-path-max-stage-delay_ps = 490
critical_path.n_buffers_inverters = 3
cp_top_family = "buffers and inverters"
cp_cell_sequence = "clkdlybuf4s50_1 > inv_2 > nor2_1 > a211oi_2 > clkdlybuf4s50_1"
setup.worst_path.class = "primary input to output pin"
critPathMaxFanout = 6
worstPathRequired_ps = 2000
end_kind = "output pin"
crit_top_cell = "sky130_fd_sc_hd__clkdlybuf4s50_1"
timing.critical_path.slowest_stage_cell = "sky130_fd_sc_hd__clkdlybuf4s50_1"
worstSetupStartpointType = "primary input"

[final_layout]
ff_latch_area_um2 = 0
final_cells = 110
fillers = 397
drive_above_1_share_pct = 18.8
post-route-cell-area_um2 = 553
clock_buffer_count = 0
final_core_util_pct = 16.2
ff_count = 0
flow.area_growth_from_synthesis_pct = 93.0

[place]
portBuffers = 20
dp.final_hpwl_um = 855
dp_cells = 109
post_dp_cell_area_um2 = 526
gp_routability_congestion = 0.738

[drt]
ant_nets = 0
antenna_cells_inserted = 0
drt-vias-per-instance = 2.99
vias = 329
wirelength_um = 1010
iteration_count_of_the_initial_detailed_routing_pass = 4
drt-wirelength-per-cell_um = 9.15
dr.first_iter.drc_count = 3
drt_drc_violations_left = 0

[power_and_ir_drop]
vdd_ir_drop_max_uv = 16.1
swShare_pct = 40.5
power_density_nw_per_um2 = 135
power_frac_seq_pct = 0
power.internal_uw = 44.5
leakagePower_uw = 0.000255
netSwitchingPower_uw = 30.2
clock_share_of_power_pct = 0
combinationalPowerShare_pct = 100.0

[min_path]
hold_path.class = "primary input to output pin"

[global_routing]
grt_pass1_vias = 322
track_usage_pct = 2.72
grt_first_pass_wirelength_um = 1460
grt_start_max_net_pins = 9
initial_antenna_violation_count = 0
gr-total-overflow = 0

[floorplanning]
top_level_ports = 28
initCoreUtil_pct = 8.39
total_die_area_um2 = 6400
core_region_area_um2 = 3420
rows = 21
die_h_um = 80
dieWidth_um = 80

[job]
cap_violations = 0
tool_warnings = 35
## layout by cell type (no fill, tap or decap), drive strengths merged
master         Yosys  routed
a211oi             1       1
a21oi              5       5
buf               10       5
clkdlybuf4s50      0      13
conb               1       8
dlygate4sd2        0       6
dlymetal6s2s       0       1
ha                 4       4
inv                5       5
mux2i              1       1
nor2               6       6
nor2b              1       1
nor3               2       2
nor4b              1       1
o211ai             1       1
o21ai              1       1
xnor2              2       2
xor2               1       1
## cell type report
| type | instances | area [µm²] | share of cell area (%) |
|---|---|---|---|
| Inverter | 5 | 18.8 | 3.39 |
| Tap cell | 46 | 57.6 | 10.4 |
| Multi-Input combinational cell | 34 | 244 | 44.1 |
| Timing Repair Buffer | 25 | 233 | 42.1 |
## repair_timing
item / 4_1_cts / 5_1_grt
setup buffers: 0 / 1
hold buffers: 0 / 0
gates resized: 8 / 6
pin swaps: 3 / 2
endpoints found under the hold margin: 0 / 0
setup endpoints to repair: 11 / 8
cloned: 0 / 0
## final timing paths
path                  startpoint      end  slack, ps  cells after the start
worst max-delay path       sw[2]  dig1[3]        110                      5
worst min-delay path       sw[0]  dig1[6]       1660                      4
## power by group through the flow
stage | clock network (µW) | registers [µW] | logic, µW
after CTS | 0 | 0 | 71.8
after global routing | 0 | 0 | 83.8
final | 0 | 0 | 74.7
## routing by layer
metal,global-route usage [%],share of wire [%]
met3,0.455,11
met5,0,0
met1,3.03,40
met2,5.46,49
met4,0,0
## per-stage QoR
stage                     power (µW)  TNS, ps  worst slack, ps
after global placement          73.9     -502             -107
final                           74.7        0              113
after detailed placement        73.3     -535             -130
after floorplan                 33.8        0              864
after global routing            83.8        0             21.5
after CTS                       71.8        0             3.37
## logic make-up (layout without fill, tap and decap cells)
group | after synthesis | count (layout) | synth area share, %
adders and majority gates | 4 | 4 | 17.5
other | 1 | 8 | 1.31
xor gates and xnor gates | 3 | 3 | 9.17
AOI/OAI and AO/OA | 8 | 8 | 19.2
muxes | 1 | 1 | 3.49
buffers and inverters | 15 | 30 | 32.8
and+or+nand+nor | 10 | 10 | 16.6
Power figures rest on the tool's default switching activity, not on a simulated workload.
